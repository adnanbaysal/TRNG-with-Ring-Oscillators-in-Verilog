==> ./design.v <==
`timescale 1ns / 1ps
module MDS(
   input [7:0] D_IN,
   output [7:0] D_OUT
);
	wire [3:0] ax2, ax5, bx2;
	MUL2 Ax2 (
    .D_IN(D_IN[7:4]), 
    .D_OUT(ax2)
   );
	MUL2 Bx2 (
    .D_IN(D_IN[3:0]), 
    .D_OUT(bx2)
   );
	MUL5 Ax5 (
    .D_IN(D_IN[7:3]), 
    .D_OUT(ax5)
   );
	assign D_OUT = {{ax5 ^ bx2}, {ax2 ^ D_IN[3:0]}};
endmodule
`timescale 1ns / 1ps
module MUL2(
    input [3:0] D_IN,
    output [3:0] D_OUT
    );
	assign D_OUT = {D_IN[2:1], D_IN[0] ^  D_IN[3], D_IN[3]};
endmodule
`timescale 1ns / 1ps
module MUL5(
   input [3:0] D_IN,
   output [3:0] D_OUT
);
	wire [3:0] d_inx2, d_inx4;
	MUL2 X2 (
    .D_IN(D_IN), 
    .D_OUT(d_inx2)
   );
	MUL2 X4 (
    .D_IN(d_inx2), 
    .D_OUT(d_inx4)
   );
	assign D_OUT = d_inx4 ^ D_IN;
endmodule
`timescale 1ns / 1ps
module S5(
    input  [4:0] D_IN,
    output reg [3:0] D_OUT
);
	always @(D_IN) begin
		case(D_IN)
			 0 : D_OUT = 9;
			 1 : D_OUT = 0;
			 2 : D_OUT = 4;
			 3 : D_OUT = 11;
			 4 : D_OUT = 13;
			 5 : D_OUT = 12;
			 6 : D_OUT = 3;
			 7 : D_OUT = 15;
			 8 : D_OUT = 1;
			 9 : D_OUT = 10;
			10 : D_OUT = 2;
			11 : D_OUT = 6;
			12 : D_OUT = 7;
			13 : D_OUT = 5;
			14 : D_OUT = 8;
			15 : D_OUT = 14;
			16 : D_OUT = 3;
			17 : D_OUT = 12;
			18 : D_OUT = 6;
			19 : D_OUT = 13;
			20 : D_OUT = 5;
			21 : D_OUT = 7;
			22 : D_OUT = 1;
			23 : D_OUT = 9;
			24 : D_OUT = 15;
			25 : D_OUT = 2;
			26 : D_OUT = 0;
			27 : D_OUT = 4;
			28 : D_OUT = 11;
			29 : D_OUT = 10;
			30 : D_OUT = 14;
			31 : D_OUT = 8;
		endcase
	end
endmodule
`timescale 1ns / 1ps
module SM(
   input [9:0] D_IN,
   output [7:0] D_OUT
);
	wire [7:0] s_out;
	S5 S5A (
    .D_IN(D_IN[9:5]), 
    .D_OUT(s_out[7:4])
   );
	S5 S5B (
    .D_IN(D_IN[4:0]), 
    .D_OUT(s_out[3:0])
   );
	MDS MDS (
    .D_IN(s_out), 
    .D_OUT(D_OUT)
    );
endmodule
==> ./run.sh <==
#!/bin/bash
# OpenROAD 26Q1-2900-gdf79404cd8, Yosys 0.63+post, stock flow scripts
make -C /OpenROAD-flow-scripts/flow DESIGN_CONFIG=/design/flow/config.mk WORK_HOME=/design/flow/orfs finish
==> ./config.mk <==
export PLATFORM = sky130hd
export DESIGN_NAME = SM
export DESIGN_NICKNAME = SM
export VERILOG_FILES = /design/flow/design.v
export SDC_FILE = /design/flow/constraint.sdc
export NUM_CORES = 4
export LEC_CHECK = 1
export CORE_AREA = 10 10 70 70
export DIE_AREA = 0 0 80 80
==> ./constraint.sdc <==
current_design SM

set clk_period 3.0
set clk_io_pct 0.2

create_clock -name clk0 -period $clk_period

set non_clock_inputs [all_inputs -no_clocks]
set_input_delay [expr $clk_period * $clk_io_pct] -clock clk0 $non_clock_inputs
set_output_delay [expr $clk_period * $clk_io_pct] -clock clk0 [all_outputs]
==> metrics.csv <==
stage,metric,value,unit
run_status,outcome,"finished, final reports clean",
critical_path,worst-path-buf-inv,3,
critical_path,cp_top_family,XOR/XNOR gates,
pwr,leakage,0.722,nW
timing,finalHoldViolations,0,
floorplan,die_h,80,µm
logic_synthesis,synth_stat.cells,97,
pwr,intPower,0.182,mW
pwr,peakVddDrop,0.0000587,V
logic_synthesis,post-synth-top-area-fraction,23.5,%
finish,syn_to_final_growth,100,%
hold_path,worst_hold_path.num_cells,6,
drt,n_antenna_cell,0,
placed_design,gp_congestion,0.870,
timing,worstMarginPinSlew,0.320,ns
pwr,power_density,187,nW/µm²
floorplan,rows,21,
finish,lay_top_count,buf_4,
hold_path,hold_end,D_OUT[2],
timing,worst_slack,0.0442,ns
timing,period_minus_slack,2.96,ns
flow_run,warning_count,46,
global_route,grt_start_max_net_pins,8,
drt,drtIter0Drc,41,
global_route,grtUsageTotal,6.97,%
critical_path,critPathRequiredTime,2.40,ns
logic_synthesis,yosys_warnings,2,
placed_design,post-place-ws,-0.869,ns
timing,timing.fmax,338,MHz
pwr,pwr-share-seq,0,%
drt,num_vias,915,
hold_path,holdCritStartpoint,D_IN[7],
floorplan,num_io_pins,18,
pwr,pwr-share-clk,0,%
drt,drcViolationCount,0,
timing,rsz0062_at_grt,yes,
logic_synthesis,ys_area,798,µm²
floorplan,die_x,80,µm
floorplan,core,3420,µm²
critical_path,crit_path_max_incr_delay,0.46,ns
finish,seqCellArea,0,µm²
pwr,p_switching,0.117,mW
finish,flop-count,0,
logic_synthesis,syn_area,798,µm²
global_route,antenna_found_initial,0,
flow_run,drv_cap,0,
critical_path,crit_cells,8,
hold_path,holdCritPathClass,primary input to output port,
floorplan,dieArea,6400,µm²
timing,slew_viol_final,0,
timing,tns,0,ns
floorplan,initial_core_util,23.4,%
critical_path,crit_path_max_fanout,5,
finish,fill_cells,304,
critical_path,endpoint_kind,output port,
timing,finalClockPeriodUsage,98.5,%
finish,drive_gt1_share,59.9,%
finish,final_cell_mix,"buf_4 (42), nand2_1 (10), buf_6 (10)",
logic_synthesis,ys_seq_share,0,%
drt,final_antenna_net_count,0,
logic_synthesis,syn_avg_cell_area,8.23,µm²
critical_path,cp.arrival,2.36,ns
logic_synthesis,top_area_cell,ha_1,
placed_design,place_hpwl,1750,µm
global_route,grt-ovfl-total,0,
logic_synthesis,yosys.cell_types.count,32,
finish,clock_buffers,0,
logic_synthesis,netlist_instances,97,
placed_design,port_buffers,18,
pwr,pwr-share-comb,100.0,%
critical_path,path_cells,buf_8 -> buf_6 -> ha_4 -> mux4_2 -> a21oi_2 -> xnor3_1 -> xnor2_1 -> buf_2,
logic_synthesis,synthTopCellsByArea,"ha_1 (24%), mux4_2 (11%), xnor2_1 (6.6%), mux2i_1 (6.3%), inv_1 (5.2%)",
critical_path,crit_path_top_delay_cell,mux4_2,
pwr,swShare,39.1,%
critical_path,setup.worst_path.start_class,primary input,
global_route,first_global_vias,935,
drt,dr.pass1.iters,4,
timing,setup-violations-final,0,
timing,max_slew_margin,78.6,%
drt,wl_per_cell,11.2,µm
cts,cts_hold_buf,0,
global_route,grt_first_pass_wirelength,3910,µm
drt,viasPerCell,4.40,
critical_path,critPathKind,primary input to output port,
drt,drt-total-wl,2340,µm
kinds of logic after synthesis:
| family | share of synthesized area, % |
|---|---|
| buffers and inverters | 9.25 |
| adder cells (fa/ha/maj) | 23.5 |
| AND/OR/NAND/NOR | 14.9 |
| multiplexers | 20.8 |
| AND-OR/OR-AND | 17.7 |
| XOR/XNOR | 13.8 |
synth_stat cells:
cell type and n:
nand2_1 10, a21oi_1 6, nand2b_2 1, o21ai_0 3, and3_4 1, a31oi_1 2
nor3_1 2, clkinv_4 1, clkbuf_1 2, o211ai_1 2, nor2_1 7, a21oi_2 1
o2111a_1 1, mux2i_1 5, nand2b_1 1, o2111ai_1 1, nor2b_1 1, mux4_2 4
xor2_1 4, xnor3_1 1, mux4_1 1, inv_1 11, a2111oi_0 1, ha_1 15
o21ai_2 1, xnor2_1 6, buf_2 1, buf_6 1, o22ai_1 1, a211oi_1 1
nor4_2 1, a311oi_1 1
routing by layer:
metal,GRT usage [%],vias up,wire (µm)
li1,-,474,-
met1,8.91,425,1110
met2,12.4,16,1080
met3,1.36,0,153
met4,0,0,0
met5,0,-,0
timing repair:
item	4_1_cts	5_1_grt
cloned	0	0
endpoints found under the hold margin	0	0
pin swaps	16	7
setup endpoints to repair	8	4
gates resized	76	18
buffers inserted	10	3
area by class of cell:
cell class / count / area, µm² / area share [%]
inverters: 12 / 60.1 / 3.76
multi-input cells: 81 / 911 / 57.0
well taps: 46 / 57.6 / 3.60
repair buffers: 69 / 569 / 35.6
metrics by stage:
stage               area (µm²)  hold slack, ns  cells  util [%]  total power, mW
finish                    1600            1.97    208      46.8            0.298
global route              1600            2.02    208      46.8            0.327
CTS                       1500            2.01    205      43.8            0.280
detailed placement        1300            2.56    195      38.0            0.269
global placement          1300            2.55    195      38.0            0.265
floorplan                  798            1.38     97         -            0.113
worst min-delay path, delay by kind of cell:
family / cells / cell delay [ns]
buf+inv: 3 / 0.35
mux: 1 / 0.24
xor+xnor: 1 / 0.12
compound gates: 1 / 0.06
power by group through the flow:
stage / clock (mW) / combinational (mW) / sequential [mW]
4_1_cts: 0 / 0.280 / 0
6_report: 0 / 0.298 / 0
5_1_grt: 0 / 0.327 / 0
how the worst max path moves through the flow:
| stage | from | to |
|---|---|---|
| after CTS | D_IN[6] | D_OUT[6] |
| final | D_IN[5] | D_OUT[5] |
| after global routing | D_IN[5] | D_OUT[5] |
Power and IR drop assume default switching activity.
